==> flow/design.v <==
module sat_count(clk, reset, branch, taken, prediction);
   parameter N=2;
   input clk, reset, branch, taken;
   output prediction;
   reg 	  prediction;
   reg 	  [1:0] state; 
   localparam ZERO=2'b00, ONE=2'b01, TWO=2'b10, SAT=2'b11;
   always @(posedge clk)
   begin
		if (reset)
			state <= ZERO;
		else if (branch == 0)
			state <= state;
		else  
			case (state)
			ZERO:		if(taken ==1)
							state <= ONE;
						else 
							state <= ZERO;
			ONE:		if(taken ==1)
							state <= TWO;
						else
							state <= ZERO;
			TWO:		if(taken ==1)
							state <= SAT;
						else
							state <= ONE;
			SAT:		if(taken ==1)
							state <= SAT;
						else
							state <= TWO;				
			default:	state <= ZERO;
	  endcase
    end
   always @(state) 
   begin
		if (state >= TWO)
			prediction = 1;
		else
			prediction = 0;
	end
endmodule
==> flow/run.sh <==
#!/bin/bash
# OpenROAD 26Q1-2900-gdf79404cd8, Yosys 0.63+post, stock flow scripts
make -C /OpenROAD-flow-scripts/flow DESIGN_CONFIG=/design/flow/config.mk WORK_HOME=/design/flow/orfs finish
==> flow/config.mk <==
export PLATFORM = sky130hd
export DESIGN_NAME = sat_count
export DESIGN_NICKNAME = sat_count
export VERILOG_FILES = /design/flow/design.v
export SDC_FILE = /design/flow/constraint.sdc
export NUM_CORES = 4
export LEC_CHECK = 1
export CORE_AREA = 10 10 70 70
export DIE_AREA = 0 0 80 80
==> flow/constraint.sdc <==
current_design sat_count

set clk_period 1.9
set clk_io_pct 0.2

create_clock -name clk0 -period $clk_period [get_ports {clk}]

set non_clock_inputs [all_inputs -no_clocks]
set_input_delay [expr $clk_period * $clk_io_pct] -clock clk0 $non_clock_inputs
set_output_delay [expr $clk_period * $clk_io_pct] -clock clk0 [all_outputs]
==> insert_results.sql <==
-- implementation run metrics
INSERT INTO impl_metrics (metric_group, metric, value, unit) VALUES
('detailed_routing', 'routed_via_density', '2.11', ''),
('timing', 'skew', '0.00159', 'ns'),
('detailed_routing', 'drc', '0', ''),
('detailed_routing', 'route.detailed.wl_per_inst', '6.13', 'um'),
('worst_hold_path', 'hp-class', 'reg2reg', ''),
('timing', 'max-slew-margin-rel', '0.836', ''),
('logic_synthesis', 'synth-edff-count', '0', ''),
('setup_path', 'number_of_buffer_and_inverter_instances_along_the_worst_setup_path', '1', ''),
('job', 'stage_log_warnings', '25', ''),
('logic_synthesis', 'ys_cells', '18', ''),
('timing', 'total_negative_slack_for_setup_checks', '0', 'ns'),
('logic_synthesis', 'synth_chip_area', '170', 'sq um'),
('die', 'die_area', '6400', 'sq um'),
('clocking', 'cts-buffers-inserted', '3', ''),
('logic_synthesis', 'top_cells_by_count', 'dfxtp_1, a211oi_1, a21o_1, mux2i_1, nor2_1', ''),
('die', 'fp.coreArea', '3420', 'sq um'),
('detailed_routing', 'finalWirelength', '429', 'um'),
('die', 'floorplan.initialDensity', '0.0498', ''),
('die', 'design.portCount', '5', ''),
('logic_synthesis', 'syn-cell-area', '170', 'sq um'),
('setup_path', 'data_required_time_at_the_worst_endpoint', '1.52', 'ns'),
('setup_path', 'r2r.worst_path.cells', '2', ''),
('grt', 'groute.usage.overall', '0.0139', ''),
('timing', 'setup_viol', '0', ''),
('grt', 'first_pass_grt_wire_length', '683', 'um'),
('setup_path', 'cp.depth', '2', ''),
('timing', 'finalCriticalPeriod', '1.65', 'ns'),
('timing', 'final_hold_viol_count', '0', ''),
('setup_path', 'reg2reg_slack', '1.11', 'ns'),
('detailed_routing', 'dr.first_iter.drc_count', '2', ''),
('clocking', 'cts_post_setup_buffers_inserted', '0', ''),
('power_and_ir_drop', 'power_per_cell_area', '785', 'nW/um^2'),
('logic_synthesis', 'area_fraction_of_the_dominant_cell_type_after_synthesis', '0.471', ''),
('clocking', 'clock_tree_from_tritoncts', 'built', ''),
('finish', 'max_flop_register', 'state', ''),
('setup_path', 'worstPathCellList', 'or2_2 > clkdlybuf4s50_1', ''),
('timing', 'finalMaxSlewViolations', '0', ''),
('timing', 'timing.fmax', '606', 'MHz'),
('finish', 'finish.instance_area', '285', 'sq um'),
('finish', 'fraction_of_final_layout_cells_sized_beyond_drive_strength_1', '0.167', ''),
('place', 'detailedPlace.worstSlack', '0.492', 'ns'),
('clocking', 'cts.repair.resized', '0', ''),
('timing', 'final_cycle_utilization_of_the_critical_path', '0.868', ''),
('die', 'die_height', '80', 'um'),
('job', 'maxCapViolations', '0', ''),
('place', 'io_buffer_count', '4', ''),
('detailed_routing', 'antennaDiodeCount', '0', ''),
('die', 'placement_rows', '21', ''),
('setup_path', 'cp-start-kind', 'flop', ''),
('clocking', 'clockRootBuffer', 'clkbuf_4', ''),
('detailed_routing', 'length_of_the_first_detailed_routing_pass_in_iterations', '2', ''),
('run_status', 'run_status', 'completed', ''),
('die', 'chipWidth', '80', 'um'),
('timing', 'worst_slew_pin_slew', '0.245', 'ns'),
('grt', 'antenna_violations_before_repair', '0', ''),
('setup_path', 'crit_fanout', '3', ''),
('finish', 'largest_register_ffs', '4', ''),
('clocking', 'clock_path_buffers', '2', ''),
('place', 'dp_hpwl', '335', 'um'),
('timing', 'grt_setup_unrepaired', 'no', ''),
('setup_path', 'worst_flop_to_flop_path_endpoint', 'state[2]$_DFF_P_', ''),
('finish', 'largestRegisters', 'state (4)', ''),
('clocking', 'number_of_hold_buffers_added_after_cts', '0', ''),
('clocking', 'htreeDepth', '1', ''),
('logic_synthesis', 'async_reset_ff_frac', '0', ''),
('grt', 'globalRouteOverflowTotal', '0', ''),
('power_and_ir_drop', 'vdd_drop_max', '363', 'uV'),
('detailed_routing', 'ant_nets', '0', ''),
('clocking', 'clk_pin_slew', '0.04', 'ns'),
('setup_path', 'cp_slowest_cell', 'clkdlybuf4s50_1', ''),
('worst_hold_path', 'launch_point_of_the_worst_hold_path', 'state[3]$_DFF_P_', '');
cells by family after synthesis:
family | after synthesis | synth area share
AND/OR/NAND/NOR | 6 | 0.176
AND-OR/OR-AND | 5 | 0.206
flip-flops | 4 | 0.471
multiplexers | 2 | 0.118
buffers and inverters | 1 | 0.0294
cell type report:
class                      instances  area (sq um)
timing repair buffer               4          40.0
tap                               46          57.6
fill                             415          3130
multi-input combinational         13          85.1
clock buffer                       3          22.5
sequential                         4          80.1
worst reg2reg max path, delay by kind of cell, from the launching register on:
| family | cells | cell delay [ns] |
|---|---|---|
| flops | 1 | 0.36 |
| compound gates | 1 | 0.25 |
| mux | 1 | 0.09 |
worst min path at each step:
stage	end	depth (start not counted)	slack (ns)
final	state[3]$_DFF_P_	2	0.53
after global routing	state[1]$_DFF_P_	2	0.55
after CTS	state[3]$_DFF_P_	2	0.53
per-layer routing:
metal / global-route usage / vias to the layer above / part of all wire
met5: 0 / - / 0
met4: 0.00352 / 0 / 0
met3: 0.0125 / 0 / 0.12
met2: 0.0161 / 8 / 0.30
met1: 0.0180 / 64 / 0.58
li1: - / 76 / -
placed cells by master, fill, tap and decap left out:
cell,count
clkdlybuf4s50_1,4
dfxtp_1,4
clkbuf_4,3
a21o_1,2
mux2i_1,2
nor2_1,2
a211oi_1,2
nand2_1,1
or2_2,1
and2b_1,1
a21oi_1,1
nor3_1,1
metrics by stage:
| stage | hold slack [ns] | cells | utilization |
|---|---|---|---|
| 2_1_floorplan | 0.453 | 18 | - |
| 3_3_place_gp | 0.494 | 67 | 0.0769 |
| 3_5_place_dp | 0.517 | 67 | 0.0769 |
| 4_1_cts | 0.531 | 70 | 0.0835 |
| 5_1_grt | 0.555 | 70 | 0.0835 |
| 6_report | 0.531 | 70 | 0.0835 |
where the power goes:
group | switching [mW] | internal [mW]
Sequential | 0.00368 | 0.0898
Combinational | 0.0106 | 0.0166
Clock | 0.0328 | 0.0705
Power figures rest on the tool's default switching activity, not on a simulated workload.

==> ./design.v <==
module  add4( sum, co, a, b, ci);
  input   [3:0] a, b;
  input   ci;
  output  [3:0] sum;
  output  co;
  assign {co, sum} = a + b + ci;  
endmodule
module	addsub( result, operand_a, operand_b, mode );
	input	[3:0]	operand_a, operand_b;
	input	mode;
	output	[3:0]	result;
	wire co;
	wire	[3:0]	xor_b;
	xor	g0(xor_b[0],operand_b[0],mode);
	xor	g1(xor_b[1],operand_b[1],mode);
	xor	g2(xor_b[2],operand_b[2],mode);
	xor	g3(xor_b[3],operand_b[3],mode);
	add4	m1(
		.sum(result),
		.co(co),
		.a(operand_a),	 
		.b(xor_b),	
		.ci(mode)
	);	
endmodule
==> ./run.sh <==
#!/bin/bash
# OpenROAD 26Q1-2900-gdf79404cd8, Yosys 0.63+post, stock flow scripts
make -C /OpenROAD-flow-scripts/flow DESIGN_CONFIG=/design/flow/config.mk WORK_HOME=/design/flow/orfs finish
==> ./config.mk <==
export PLATFORM = sky130hd
export DESIGN_NAME = addsub
export DESIGN_NICKNAME = addsub
export VERILOG_FILES = /design/flow/design.v
export SDC_FILE = /design/flow/constraint.sdc
export NUM_CORES = 4
export LEC_CHECK = 1
export CORE_AREA = 10 10 70 70
export DIE_AREA = 0 0 80 80
==> ./constraint.sdc <==
current_design addsub

set clk_period 2.4
set clk_io_pct 0.2

create_clock -name clk0 -period $clk_period

set non_clock_inputs [all_inputs -no_clocks]
set_input_delay [expr $clk_period * $clk_io_pct] -clock clk0 $non_clock_inputs
set_output_delay [expr $clk_period * $clk_io_pct] -clock clk0 [all_outputs]
==> results_dict.tcl <==
# yosys + openroad results
set metrics [dict create \
    drt_drc_violations_left 0 \
    dr.pass1.iters 1 \
    grt_pass1_vias 180 \
    holdCritPathClass "input pin to output port" \
    yosys_warnings 0 \
    ios 13 \
    p_total_w 0.0000858 \
    chipHeight_um 80 \
    top_logic_kind "XOR/XNOR gates" \
    preCtsSetupSlack_ns -0.643 \
    yosysSeqAreaShare 0 \
    synth.cellmix.xorXnorShare 0.408 \
    syn2layout_area_growth_pct 155 \
    worst_slack_ns 0.152 \
    drt_iter0_markers 0 \
    synth.cellmix.simpleShare 0 \
    wl_per_cell_um 6.54 \
    clockBufferCount 0 \
    design.seq.count 0 \
    timing.final.crit_share 0.937 \
    fp-utilization 0.0440 \
    via_count 145 \
    crit_family "buffers and inverters" \
    ys_area_um2 150 \
    die_area_mm2 0.00640 \
    ys_sh_aoi 0.192 \
    adder_share 0.300 \
    antenna_left 0 \
    grt_pass1_wl_um 834 \
    rows 21 \
    diodes 0 \
    register_area_um2 0 \
    synth.distinct_cells 7 \
    critical_path.slowest_cell "fa_2" \
    maxCapViolCount 0 \
    cp.arrival_ns 1.77 \
    fmax_mhz 445 \
    coreArea_mm2 0.00342 \
    overflow 0 \
    cp_max_fo 2 \
    synthCells 13 \
    syn_area_um2 150 \
    muxShareOfSynthArea 0.100 \
    slew-limit-headroom 0.829 \
    slew_violations 0 \
    cp_cell_sequence "dlygate4sd2_1 -> mux2_4 -> fa_2 -> xor2_1 -> dlygate4sd2_1" \
    end_kind "output port" \
    drive_above_1_share 0.406 \
    antenna_found_initial 0 \
    avgSynthCellArea_um2 11.5 \
    hold_violations 0 \
    yosys_cells 13 \
    cp_num_buf_inv 2 \
    wl_um 510 \
    leakagePower_nw 0.160 \
    rsz0062_at_grt "false" \
    max_stage_delay_ns 0.34 \
    p_per_area_mw_per_mm2 224 \
    start_kind "input pin" \
    fillerInstances 400 \
    setup_viol 0 \
    gp_congestion 0.637 \
    grt_max_degree 5 \
    worstPathRequired_ns 1.92 \
    place_inst 78 \
    peakVddDrop_mv 0.0431 \
    grt_usage 0.0160 \
    worst_pin_slew_ns 0.254 \
    warnings 32 \
    crit_top_cell "dlygate4sd2_1" \
    period_minus_slack_ns 2.25 \
    crit_type "input pin to output port" \
    viasPerCell 1.86 \
    dieWidth_um 80 \
    final_cells 78 \
    dp_hpwl_um 506 \
    port_buffers 13 \
    outcome "finished, final reports clean" \
]
==> timing repair <==
item,CTS,global route
setup endpoints to repair,3,1
setup buffers,0,0
resized,15,1
hold buffers,0,0
pin swaps,4,2
==> worst paths after layout <==
path                         start         to  slack [ns]  depth (start not counted)
worst max-delay path  operand_b[0]  result[2]        0.15                          5
worst min-delay path          mode  result[3]        1.56                          5
==> cell usage in the layout, fill, tap and decap left out <==
| master | instances |
|---|---|
| fa_2 | 1 |
| clkdlybuf4s50_1 | 5 |
| buf_2 | 1 |
| dlygate4sd2_1 | 6 |
| xor2_2 | 2 |
| a21o_1 | 1 |
| xnor2_1 | 1 |
| mux2_4 | 1 |
| xor2_1 | 4 |
| buf_4 | 6 |
| clkbuf_2 | 1 |
| ha_1 | 2 |
| a31oi_4 | 1 |
==> per-stage QoR <==
stage	cell area (um2)	setup TNS [ns]	hold slack, ns	utilization
after floorplan	150	0	0.985	-
after detailed placement	383	-1.50	2.01	0.112
after CTS	388	0	1.66	0.114
final	383	0	1.56	0.112
after global placement	383	-1.43	2.01	0.112
after global routing	383	0	1.61	0.112
==> final cells by class <==
cell class         count  area [um2]  share of cell area
repair buffers        19         158               0.412
well taps             46        57.6               0.150
multi-input cells     13         168               0.438
==> synth_stat cells <==
| cell type | instances | area share |
|---|---|---|
| a31oi_4 | 1 | 0.14 |
| xor2_1 | 6 | 0.35 |
| xnor2_1 | 1 | 0.058 |
| ha_1 | 2 | 0.17 |
| a21o_1 | 1 | 0.050 |
| fa_1 | 1 | 0.13 |
| mux2_4 | 1 | 0.10 |
==> metal layers <==
| layer | GRT usage | vias up | share of wire |
|---|---|---|---|
| met5 | 0 | - | 0 |
| met4 | 0 | 0 | 0 |
| met3 | 0.00909 | 0 | 0.18 |
| met2 | 0.0136 | 13 | 0.16 |
| met1 | 0.0293 | 51 | 0.65 |
| li1 | - | 81 | - |
==> cell families (layout without fill, tap and decap cells) <==
| family | Yosys count | in the layout |
|---|---|---|
| xor gates and xnor gates | 7 | 7 |
| adders and majority gates | 3 | 3 |
| AOI/OAI and AO/OA | 2 | 2 |
| muxes | 1 | 1 |
| buffers and inverters | 0 | 19 |
==> power by group <==
| group | internal [W] | switching (W) |
|---|---|---|
| sequential | 0 | 0 |
| clock | 0 | 0 |
| combinational | 0.0000543 | 0.0000315 |
Power figures rest on the tool's default switching activity, not on a simulated workload.
